==> flow/design.v <==
module pixel_clk_gen(
    input wire clk_in,   
    input wire resetn,
    output reg clk_pix    
);
    localparam divisor = 2;
    reg [31:0] counter = 32'd0;
    always @(posedge clk_in or negedge resetn) begin
        if (!resetn) begin 
            counter <= 32'd0;
            clk_pix <= 1'b0;
        end else begin 
            if(counter >= divisor - 1) begin
                clk_pix <= ~clk_pix;
                counter <= 32'd0;
            end else 
                counter <= counter + 1;
        end
    end
endmodule 
==> flow/run.sh <==
#!/bin/bash
# OpenROAD 26Q1-2900-gdf79404cd8, Yosys 0.63+post, stock flow scripts
make -C /OpenROAD-flow-scripts/flow DESIGN_CONFIG=/design/flow/config.mk WORK_HOME=/design/flow/orfs finish
==> flow/config.mk <==
export PLATFORM = sky130hd
export DESIGN_NAME = pixel_clk_gen
export DESIGN_NICKNAME = pixel_clk_gen
export VERILOG_FILES = /design/flow/design.v
export SDC_FILE = /design/flow/constraint.sdc
export NUM_CORES = 4
export LEC_CHECK = 1
export CORE_AREA = 10 10 105 105
export DIE_AREA = 0 0 115 115
==> flow/constraint.sdc <==
current_design pixel_clk_gen

set clk_period 2.2
set clk_io_pct 0.2

create_clock -name clk0 -period $clk_period [get_ports {clk_in}]

set non_clock_inputs [all_inputs -no_clocks]
set_input_delay [expr $clk_period * $clk_io_pct] -clock clk0 $non_clock_inputs
set_output_delay [expr $clk_period * $clk_io_pct] -clock clk0 [all_outputs]
==> flow_summary.ini <==
; physical design summary
[run_status]
outcome = complete, no violations

[hold_path]
holdPathEnd = clk_pix
hold_depth = 1
hp-start = clk_pix
min-delay-path-class = reg2reg

[yosys]
ys_sh_xor_pct = 1.741
simple_gate_area_share_pct = 11.32
synthAoiAreaFrac_pct = 0
netlist_area_um2 = 1006
ys_area_um2 = 1006
synth-seq-cells = 33
ys_types = 12
mux_share_pct = 0
yosysWarnings = 1
synth_cells = 56
top_logic_kind = simple AND/OR/NAND/NOR gates
ys_seq_share_pct = 82.09
fa_ha_area_share_pct = 3.731
yosys_cells = 56
syn_area_per_cell_um2 = 17.96

[die]
die_x_um = 115
core_um2 = 8763
die.size.y_um = 115
num_rows = 34
io-pin-count = 3
fp-utilization_pct = 11.48
dieArea_um2 = 13230

[critical_path]
slowest_delay_ns = 0.48
cp_max_fo = 2
critPathLaunch = clk_pix
cp-end-kind = primary output
path_delay_family = buffers and inverters
critPathBufInv = 1
timing.rr.start = counter[0]
crit_path_top_delay_cell = clkdlybuf4s50_1
r2r_setup_slack_ns = 0.75
start_kind = flip-flop
timing_worst_setup_path_type = reg2out
r2r_cells = 5
required_ns = 1.76
reg2reg_to = counter[2]
critPathArrivalTime_ns = 1.12
worstPathCellList = clkdlybuf4s50_1

[cells_and_area]
drive_above_1_share_pct = 12.63
syn_to_final_growth_pct = 34.83
regArea_um2 = 825.8
nFillCells = 967
final_util_pct = 15.48
logic_area_um2 = 277.8

[final_timing]
finalHoldWorstSlack_ns = 0.4773
setup_ws_ns = 0.6400
setup_violations = 0
finalSetupTns_ns = 0
fin_crit_ns = 1.560
fmax_ghz = 0.6410
slew_viol_final = 0
post-route-period-util_pct = 70.91
worst_clock_skew_ns = 0.004007
rsz0062_at_grt = false
hold_viol = 0

[clocking]
clkLatencyLatePin_ns = 0.28
cts_tree = built
clock_sinks = 33
ctsResizeCount = 0
numCtsBuffers = 5
root_buffer = clkbuf_8
cts.reportedPaths.clkPinSlew_ns = 0.06
cts_setup_buffers = 0
h-tree-depth = 2
clockBufferDepth = 2
hold_buffers = 0

[power]
ir_drop_uv = 513.3
totalPowerFinal_mw = 1.078
power_density_nw_per_um2 = 794.8
leakage_nw = 0.5889

[job]
maxCapViolCount = 0
warnings = 27

[place]
routabilityCongestion = 0.6989
pre_cts_slack_ns = 0.7515
dpl.hpwl_um = 735.8
port_buffers = 2

[detailed_routing]
num_vias = 460
first_pass_iters = 3
drc = 0
wl_per_cell_um = 5.335
ant_nets = 0
drt_iter0_drc = 14
n_antenna_cell = 0
vias_per_cell = 2.266
wl_um = 1083

[grt]
overflow = 0
grt_max_degree = 34
grt_pass1_wl_um = 2118
track_usage_pct = 1.952
antenna_found_initial = 0
grt_pass1_vias = 488
[cell type report]
class,count,area share [%]
Clock buffer,6,5.351
Clock inverter,2,0.7380
Inverter,2,0.5535
Multi-Input combinational cell,49,20.48
Sequential cell,33,60.89
Tap cell,108,9.963
Timing Repair Buffer,3,2.030
[logic make-up (layout without fill, tap and decap cells)]
family | after synthesis | in the layout
simple gates | 15 | 15
xor+xnor | 2 | 2
buf+inv | 2 | 13
flops | 33 | 33
other cells | 1 | 29
fa+ha+maj | 3 | 3
[stage by stage]
step,cell area (um^2),cells
finish,1356,203
global route,1356,203
CTS,1356,203
detailed placement,1274,195
global placement,1274,195
floorplan,1111,84
[synth_stat cells]
cell type  count  area share (%)
and2_1         1            0.62
conb_1         1            0.37
dfrtp_1       33              82
ha_1           3             3.7
inv_1          2            0.75
nand4_1        2             1.2
nor2_1         3             1.1
nor4_1         4             2.5
nor4_2         3             3.7
nor4b_2        1             1.5
or2_1          1            0.62
xnor2_1        2             1.7
[worst max path at each step]
stage,depth (start not counted),end,slack (ns)
after CTS,1,clk_pix,0.61
after global routing,5,counter[2],0.58
final,1,clk_pix,0.64
[sequential cells by signal, summed over array words and instances, names as in the netlist]
register / cells
clk_pix: 1
counter: 32
[routing by layer]
| layer | vias to the layer above | wire length [um] | global-route usage (%) |
|---|---|---|---|
| li1 | 233 | - | - |
| met1 | 216 | 467 | 2.346 |
| met2 | 7 | 495 | 2.815 |
| met3 | 4 | 79 | 1.160 |
| met4 | 0 | 41 | 0.7426 |
| met5 | - | 0 | 0 |
[power breakdown]
part	internal (mW)	leakage (nW)	switching (mW)
Sequential	0.634	0.394	0.00911
Clock	0.218	0.0450	0.193
Combinational	0.00577	0.150	0.0172
[placed cells by master, fill, tap and decap left out, drive strengths merged]
cell type / n
ha: 3
or2: 1
nor2: 3
xnor2: 2
clkdlybuf4s50: 2
and2: 1
buf: 1
conb: 29
nor4b: 1
clkinv: 2
clkbuf: 6
nand4: 2
nor4: 7
inv: 2
dfrtp: 33
No activity file was given, so power comes from the tool's default toggle rates.
